File: flow/config.mk
export PLATFORM = sky130hd
export DESIGN_NAME = ps2_mouse
export DESIGN_NICKNAME = ps2_mouse
export VERILOG_FILES = /design/flow/design.v
export SDC_FILE = /design/flow/constraint.sdc
export NUM_CORES = 4
export LEC_CHECK = 1
export CORE_UTILIZATION = 50
File: flow/constraint.sdc
current_design ps2_mouse

set clk_period 6.5
set clk_io_pct 0.2

create_clock -name clk0 -period $clk_period [get_ports {clk}]

set non_clock_inputs [all_inputs -no_clocks]
set_input_delay [expr $clk_period * $clk_io_pct] -clock clk0 $non_clock_inputs
set_output_delay [expr $clk_period * $clk_io_pct] -clock clk0 [all_outputs]
File: flow/design.v
module ps2_mouse
(
   input    clk,            
   input    reset,                
   input ps2mdat_i,         
   input ps2mclk_i,         
   output   ps2mdat_o,         
   output   ps2mclk_o,         
   input [2:0] control_i,     
  output  reg [7:0]zcount,   
   output   reg [7:0]ycount,   
   output   reg [7:0]xcount,   
   output   reg mleft,         
   output   reg mthird,     
   output   reg mright      
);
reg           mclkout;
wire          mdatout;
reg  [ 2-1:0] mdatr;
reg  [ 3-1:0] mclkr;
reg  [11-1:0] mreceive;
reg  [12-1:0] msend;
reg  [16-1:0] mtimer;
reg  [ 3-1:0] mstate;
reg  [ 3-1:0] mnext;
reg           mreverse;
reg  [1:0]    mdpi;
reg  [7:0]    xydelta;
reg  [2:0]    mbutton;
wire          mclkneg;
reg           mrreset;
wire          mrready;
reg           msreset;
wire          msready;
reg           mtreset;
wire          mtready;
wire          mthalf;
reg  [ 3-1:0] mpacket;
reg           intellimouse=0;
wire          mcmd_done;
reg  [ 4-1:0] mcmd_cnt=1;
reg           mcmd_inc=0;
reg  [12-1:0] mcmd;
assign ps2mdat_o = mdatout;
assign ps2mclk_o = mclkout;
always @ (posedge clk) begin
  mdatr[1:0] <= #1 {mdatr[0],   ps2mdat_i};
  mclkr[2:0] <= #1 {mclkr[1:0], ps2mclk_i};
end
assign mclkneg = mclkr[2] & !mclkr[1];
always @ (posedge clk) begin
  if (mrreset)
    mreceive[10:0] <= #1 11'b11111111111;
  else if (mclkneg)
    mreceive[10:0] <= #1 {mdatr[1],mreceive[10:1]};
end
assign mrready = !mreceive[0];
always @ (posedge clk) begin
  if (reset)
    mcmd_cnt <= #1 4'd0;
  else if (mcmd_inc && !mcmd_done)
    mcmd_cnt <= #1 mcmd_cnt + 4'd1;
end
assign mcmd_done = (mcmd_cnt == 4'd9);
always @ (*) begin
  case (mcmd_cnt)
    4'h0    : mcmd = {1'b1, 1'b1, 1'b1,  8'hff, 1'b0};  
    4'h1    : mcmd = {1'b1, 1'b1, 1'b1,  8'hf3, 1'b0};  
    4'h2    : mcmd = {1'b1, 1'b1, 1'b0,  8'hc8, 1'b0};  
    4'h3    : mcmd = {1'b1, 1'b1, 1'b1,  8'hf3, 1'b0};  
    4'h4    : mcmd = {1'b1, 1'b1, 1'b0,  8'h64, 1'b0};  
    4'h5    : mcmd = {1'b1, 1'b1, 1'b1,  8'hf3, 1'b0};  
    4'h6    : mcmd = {1'b1, 1'b1, 1'b1,  8'h50, 1'b0};  
    4'h7    : mcmd = {1'b1, 1'b1, 1'b0,  8'hf2, 1'b0};  
    4'h8    : mcmd = {1'b1, 1'b1, 1'b0,  8'hf4, 1'b0};  
    default : mcmd = {1'b1, 1'b1, 1'b0,  8'hf4, 1'b0};  
  endcase
end
always @ (posedge clk) begin
  if (msreset)
    msend[11:0] <= #1 mcmd;
  else if (!msready && mclkneg)
    msend[11:0] <= #1 {1'b0,msend[11:1]};
end
assign msready = (msend[11:0]==12'b000000000001);
assign mdatout = msend[0];
always @(posedge clk) begin
  if (mtreset)
    mtimer[15:0] <= #1 16'h0000;
  else
    mtimer[15:0] <= #1 mtimer[15:0] + 16'd1;
end
assign mtready = (mtimer[15:0]==16'hffff);
assign mthalf = mtimer[11];
always @ (posedge clk) begin
  mreverse <= #1 control_i[2];
  mdpi <= #1 control_i[1:0];
end
always @ (*) begin
  case(mdpi)
    2'b00   : xydelta = {mreceive[7:1],1'b0};
    2'b01   : xydelta = mreceive[8:1];
    2'b10   : xydelta = {mreceive[8],mreceive[8:2]};
    default : xydelta = {mreceive[8],mreceive[8],mreceive[8:3]};
  endcase
end
always @ (*) begin
  if (mreverse)
    mbutton = {mreceive[3],mreceive[1],mreceive[2]};
  else
    mbutton = {mreceive[3],mreceive[2],mreceive[1]};
end
always @ (posedge clk) begin
  if (reset) begin
    {mthird,mright,mleft} <= #1 3'b000;
    xcount[7:0] <= #1 8'h00;
    ycount[7:0] <= #1 8'h00;
    zcount[7:0] <= #1 8'h00;
  end else begin
    if (mpacket == 3'd1)  
        {mthird,mright,mleft} <= #1 mbutton;
    else if (mpacket == 3'd2)  
      xcount[7:0] <= #1 xcount[7:0] + xydelta;
    else if (mpacket == 3'd3)  
      ycount[7:0] <= #1 ycount[7:0] + xydelta;
    else if (mpacket == 3'd4)  
      zcount[7:0] <= #1 zcount[7:0] + {{4{mreceive[4]}}, mreceive[4:1]};
  end
end
always @ (posedge clk) begin
  if (reset)
    intellimouse <= #1 1'b0;
  else if ((mpacket==3'd5) && (mreceive[2:1] == 2'b11))
    intellimouse <= #1 1'b1;
end
always @ (posedge clk) begin
  if (reset || mtready)
    mstate <= #1 0;
  else
    mstate <= #1 mnext;
end
always @ (*) begin
  mclkout  = 1'b1;
  mtreset  = 1'b1;
  mrreset  = 1'b0;
  msreset  = 1'b0;
  mpacket  = 3'd0;
  mcmd_inc = 1'b0;
  case(mstate)
    0 : begin
      mtreset=1;
      mnext=1;
    end
    1 : begin
      mclkout=0;
      mtreset=0;
      msreset=1;
      if (mthalf) begin
        mnext=2;
      end else begin
        mnext=1;
      end
    end
    2 : begin
      mrreset=1;
      mtreset=0;
      if (msready) begin
        mcmd_inc = 1;
        case (mcmd_cnt)
          0 : mnext = 4;
          1 : mnext = 6;
          2 : mnext = 6;
          3 : mnext = 6;
          4 : mnext = 6;
          5 : mnext = 6;
          6 : mnext = 6;
          7 : mnext = 5;
          8 : mnext = 6;
          default : mnext = 6;
        endcase
      end else begin
        mnext=2;
      end
    end
    3 : begin
      mtreset=1;
      if (mrready) begin
        mpacket=1;
        mrreset=1;
        mnext=4;
      end else begin
        mnext=3;
      end
    end
    4 : begin
      mtreset=1;
      if (mrready) begin
        mpacket=2;
        mrreset=1;
        mnext=5;
      end else begin
        mnext=4;
      end
    end
    5 : begin
      mtreset=1;
      if (mrready) begin
        mpacket=3;
        mrreset=1;
        mnext = (intellimouse || !mcmd_done) ? 6 : 3;
      end else begin
        mnext=5;
      end
    end
    6 : begin
      mtreset=1;
      if (mrready) begin
        mpacket = (mcmd_cnt == 8) ? 5 : 4;
        mrreset=1;
        mnext = !mcmd_done ? 0 : 3;
      end else begin
        mnext=6;
      end
    end
    default : begin
      mclkout=1'bx;
      mrreset=1'bx;
      mtreset=1'bx;
      msreset=1'bx;
      mpacket=3'bxxx;
      mnext=0;
    end
  endcase
end
endmodule
File: flow/run.sh
#!/bin/bash
# OpenROAD 26Q1-2900-gdf79404cd8, Yosys 0.63+post, stock flow scripts
make -C /OpenROAD-flow-scripts/flow DESIGN_CONFIG=/design/flow/config.mk WORK_HOME=/design/flow/orfs finish
==> out/results.ini <==
[floorplan]
core_um2 = 8299
fp_util = 0.5227
fp.dieArea_um2 = 9053
chipWidth_um = 95.15
die_y_um = 95.15
rows = 33
pin_count = 36

[global_routing]
grt_pass1_wl_mm = 14.24
grt_usage = 0.2057
antenna_found_initial = 0
overflow = 0
grt_max_degree = 39
grt_pass1_vias = 2982

[place]
port-buffer-count = 35
gp_congestion = 0.8812
placed_cells = 626
hpwl_mm = 6.324
placed_area_um2 = 4762

[clock_network]
clock_sinks = 82
clk_path_buf_depth = 2
cts-resized-gates = 0
cts_hold_buf = 0
clk_latency_ps = 350
cts_made_buffers = 9
clock-root-buffer = clkbuf_8
cts_tree = yes
htreeDepth = 3
path_clk_slew_ps = 80
post_cts_buffers = 0

[route]
drt_wl_total_mm = 8.575
ant_nets = 0
wl_per_cell_um = 13.36
num_vias = 3464
drt_pass1_iterations = 4
drc = 0
via_per_inst = 5.396
antennaDiodeCount = 0
drtIter0Drc = 102

[synth]
synth_top_cell_by_area = dfxtp_1
netlist_instances = 503
async_flop_share = 0
ys_cells = 503
topCellsByArea = dfxtp_1 (32%), ha_1 (8.4%), edfxtp_1 (8.3%)
synth_cell_types = 48
yosysWarnings = 1
yosys_area_um2 = 4338
top_area_frac = 0.3230
ys.flops = 82
syn_area_um2 = 4338
ys.flop_type = dfxtp_1
synth.avg_cell_area_um2 = 8.624
enable_flop_cells = 12
ys_seq_share = 0.4061

[final_timing]
rsz0062_at_grt = no
finalSetupViolCount = 0
finalHoldViolCount = 0
fin_crit_ps = 3455
slew_headroom = 0.4291
holdWs_ps = 332.5
skew_ps = 9.581
worst_pin_slew_ps = 852.6
setup-tns-final_ps = 0
drv_slew = 0
period_used_share = 0.5315
fmax_ghz = 0.2894

[power_and_ir_drop]
p_leak_nw = 1.985
pwr-share-seq = 0.513
p_clk_frac = 0.372
ir_drop_mv = 0.1533
p_comb_frac = 0.115
power_density_nw_per_um2 = 221.0
switchingPower_w = 0.0002914
p_int_w = 0.0008104
netSwitchingFraction = 0.2645

[run_status]
status = finished clean

[final_layout]
lay_top_count = nand2_1
drive_gt1_frac = 0.04469
fillerInstances = 696
lay_top_cells = nand2_1 (72), dfxtp_1 (70), nor2_1 (50)
postLayoutCellArea_um2 = 4985
area_growth_pct = 14.91
finalNonFillerCells = 642

[worst_setup_path]
critPathKind = flop to output port
arrival_ps = 2150
worst_r2r_path_depth = 9
crit_path_start_kind = flop
end_kind = output port
crit_fanout = 20
critPathRequiredTime_ps = 5200

[hold_path]
min_path_type = flop to flop
whs_path_depth = 0

[flow_run]
warning_count = 31
drv_cap = 0

synth_stat cells (all sizes together), types with 12 or more instances:
cell	count
nor2	50
nand3	32
mux2i	15
inv	16
dfxtp	70
clkbuf	15
ha	29
a21oi	34
xor2	15
nor2b	13
nand2	72
edfxtp	12
o21ai	18
sequential cells by signal, indices dropped and copies added, names as in the netlist:
register	count
mtimer	16
msend	12
mreceive	11
xcount	8
ycount	8
zcount	8
mcmd_cnt	4
mclkr	3
mstate	3
mdatr	2
mdpi	2
intellimouse	1
mleft	1
mreverse	1
mright	1
mthird	1
cells by family (layout without fill, tap and decap cells):
| family | Yosys count | count (layout) | synth area share |
|---|---|---|---|
| compound gates | 94 | 94 | 0.1330 |
| xor+xnor | 24 | 24 | 0.04846 |
| fa+ha+maj | 32 | 32 | 0.09749 |
| buf+inv | 37 | 71 | 0.03317 |
| flops | 82 | 82 | 0.4061 |
| mux | 21 | 21 | 0.05019 |
| simple gates | 213 | 213 | 0.2316 |
per-stage QoR:
stage / utilization / total power (W) / setup WS [ps]
3_3_place_gp: 0.5738 / 0.0007022 / 3473
3_5_place_dp: 0.5738 / 0.0007047 / 3439
5_1_grt: 0.6006 / 0.001157 / 2797
6_report: 0.6006 / 0.001102 / 3045
2_1_floorplan: - / 0.0006679 / 3874
4_1_cts: 0.6006 / 0.001116 / 3047
critical path, stage by stage (launching register included):
cell and delay (ps):
dfxtp_1 610, xnor2_1 160, nand2_1 470, clkdlybuf4s50_1 570
routing by layer:
layer  global-route usage  wire length (µm)  share of wire
met5                    0                 0              0
met3              0.03569               280          0.033
met1               0.3143              4213           0.49
met4              0.01894                87          0.010
met2               0.3274              3993           0.47
power groups by stage:
stage                 Combinational [W]  Sequential (W)  Clock, W
after global routing           0.000144        0.000570  0.000444
after CTS                      0.000128        0.000565  0.000422
final                          0.000127        0.000565  0.000409
final cells by class:
cell class                 count  area (µm²)  share of cell area
sequential                    82        1762              0.3534
inverter                      17       63.81             0.01280
tap                          105       131.4             0.02636
clock buffer                   9       123.9             0.02485
clock inverter                 7       98.84             0.01983
timing repair buffer          38       372.9             0.07480
multi-input combinational    384        2432              0.4880
path summary, 6_finish.rpt:
| kind | start | endpoint | slack (ps) |
|---|---|---|---|
| worst max register to register | mdpi[0] | ycount[7] | 3620 |
| worst max-delay path | mstate[2] | ps2mclk_o | 3050 |
| worst min register to register | mdatr[0] | mdatr[1] | 330 |
| worst min-delay path | mdatr[0] | mdatr[1] | 330 |
Power is estimated from default activity; no workload was simulated.
