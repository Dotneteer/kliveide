<file path="./design.v">
module hdmidataencoder 
#(parameter FREQ=27000000, FS=48000, CTS=27000, N=6144) 
(
   input          i_pixclk,
   input          i_hSync,
   input          i_vSync,
   input          i_blank,
   input          i_576p_n,
   input          i_audio_enable,
   input [15:0]   i_audioL,
   input [15:0]   i_audioR,   
   output [3:0]   o_d0,
   output [3:0]   o_d1,
   output [3:0]   o_d2,
   output         o_data
);
localparam [191:0] channelStatus = (FS == 48000)?192'hc202004004:(FS == 44100)?192'hc200004004:192'hc203004004;
localparam [55:0] audioRegenPacket = {N[7:0], N[15:8], 8'h00, CTS[7:0], CTS[15:8], 16'h0000};
reg [23:0] audioPacketHeader;
reg [55:0] audioSubPacket[3:0];
reg [7:0] channelStatusIdx;
reg [16:0] audioTimer;
reg [16:0] ctsTimer;
reg [1:0] samplesHead;
reg [3:0] dataChannel0;
reg [3:0] dataChannel1;
reg [3:0] dataChannel2;
reg [23:0] packetHeader;
reg [55:0] subpacket[3:0];
reg [7:0] bchHdr;
reg [7:0] bchCode [3:0];
reg [4:0] dataOffset;
reg tercData;
reg [15:0] audioRAvg;
reg [15:0] audioLAvg;
reg [15:0] counterX;
reg firstHSyncChange;
reg oddLine;
reg prevHSync;
reg prevBlank;
reg allowGeneration;
initial
begin
   audioPacketHeader = 0;
   audioSubPacket[0] = 0;
   audioSubPacket[1] = 0;
   audioSubPacket[2] = 0;
   audioSubPacket[3] = 0;
   channelStatusIdx = 0;
   audioTimer = 0;
   samplesHead = 0;
   ctsTimer = 0;
   dataChannel0 = 0;
   dataChannel1 = 0;
   dataChannel2 = 0;
   packetHeader = 0;
   subpacket[0] = 0;
   subpacket[1] = 0;
   subpacket[2] = 0;
   subpacket[3] = 0;
   bchHdr = 0;
   bchCode[0] = 0;
   bchCode[1] = 0;
   bchCode[2] = 0;
   bchCode[3] = 0;
   dataOffset = 0;
   tercData = 0;
   oddLine = 0;
   counterX = 0;
   prevHSync = 0;
   prevBlank = 0;
   firstHSyncChange = 0;
   allowGeneration = 0;
   audioRAvg = 0;
   audioLAvg = 0;
end
function [7:0] ECCcode;  
   input [7:0] code;
   input bita;
   input passthroughData;
   begin
      ECCcode = (code<<1) ^ (((code[7]^bita) && passthroughData) ? (1+(1<<6)+(1<<7)) : 0);
   end
endfunction
task ECCu;
   output outbit;
   inout [7:0] code;
   input bita;
   input passthroughData;
   begin
      outbit = passthroughData ? bita : code[7];
      code = ECCcode(code, bita, passthroughData);
   end
endtask
task ECC2u;
   output outbita;
   output outbitb;
   inout [7:0] code;
   input bita;
   input bitb;
   input passthroughData;
   begin
      outbita = passthroughData ? bita : code[7];
      outbitb = passthroughData ? bitb : (code[6]^(((code[7]^bita) && passthroughData) ? 1'b1 : 1'b0));
      code = ECCcode(ECCcode(code, bita, passthroughData), bitb, passthroughData);
   end
endtask
task SendPacket;
   inout [32:0] pckHeader;
   inout [55:0] pckData0;
   inout [55:0] pckData1;
   inout [55:0] pckData2;
   inout [55:0] pckData3;
   input firstPacket;
begin
   dataChannel0[0] = i_hSync;
   dataChannel0[1] = i_vSync;
   dataChannel0[3] = (!firstPacket || dataOffset) ? 1'b1 : 1'b0;
   ECCu(dataChannel0[2], bchHdr, pckHeader[0], dataOffset<24 ? 1'b1 : 1'b0);
   ECC2u(dataChannel1[0], dataChannel2[0], bchCode[0], pckData0[0], pckData0[1], dataOffset<28 ? 1'b1 : 1'b0);
   ECC2u(dataChannel1[1], dataChannel2[1], bchCode[1], pckData1[0], pckData1[1], dataOffset<28 ? 1'b1 : 1'b0);
   ECC2u(dataChannel1[2], dataChannel2[2], bchCode[2], pckData2[0], pckData2[1], dataOffset<28 ? 1'b1 : 1'b0);
   ECC2u(dataChannel1[3], dataChannel2[3], bchCode[3], pckData3[0], pckData3[1], dataOffset<28 ? 1'b1 : 1'b0);
   pckHeader = pckHeader[23:1];
   pckData0 = pckData0[55:2];
   pckData1 = pckData1[55:2];
   pckData2 = pckData2[55:2];
   pckData3 = pckData3[55:2];
   dataOffset = dataOffset+5'b1;
end
endtask
task InfoGen;
   inout [16:0] _timer;
begin
   subpacket[1] = 56'h00000000000000;
   subpacket[2] = 56'h00000000000000;
   subpacket[3] = 56'h00000000000000;
   if (_timer >= CTS) begin
      packetHeader = 24'h000001;   
      subpacket[0] = audioRegenPacket;
      _timer = _timer - CTS + 1;
   end else begin
      if (!oddLine) begin
         packetHeader = 24'h0D0282;   
         if (!i_576p_n) begin
            subpacket[0] = 56'h0000110819102D;
         end else begin
            subpacket[0] = 56'h0000020819103C;
         end
      end else begin
         packetHeader = 24'h0A0184;   
         subpacket[0] = 56'h00000000000170;
      end
   end         
end
endtask
task AproximateAudio;
begin
   audioLAvg = i_audioL;
   audioRAvg = i_audioR;
end
endtask
task AudioGen;
begin
   if (!( allowGeneration && counterX >= 32 && counterX < 64)) begin
      if (audioTimer >= FREQ/1000) begin
         audioTimer = audioTimer-FREQ/1000+FS/1000;
         audioPacketHeader = audioPacketHeader|24'h000002|((channelStatusIdx==0 ? 24'h100100 : 24'h000100)<<samplesHead);
         audioSubPacket[samplesHead] = ((audioLAvg<<8)|(audioRAvg<<32)
                        |((^audioLAvg)?56'h08000000000000:56'h0)   
                        |((^audioRAvg)?56'h80000000000000:56'h0))  
                        ^(channelStatus[channelStatusIdx] ? 56'hCC000000000000 : 56'h0);  
         if (channelStatusIdx < 191)
            channelStatusIdx = channelStatusIdx+8'd1;
         else
            channelStatusIdx = 0;
         samplesHead = samplesHead+2'd1;
      end else begin
         audioTimer = audioTimer+FS/1000;
         AproximateAudio();
      end
   end else begin
      audioTimer = audioTimer+FS/1000;
      AproximateAudio();      
      samplesHead = 0;
   end
end
endtask
task SendPackets;
   inout dataEnable;
begin
   if (counterX < 32) begin
      dataEnable = 1;
      SendPacket(packetHeader, subpacket[0], subpacket[1], subpacket[2], subpacket[3], 1);
   end else if (counterX < 64)  begin
      dataEnable = 1;
      SendPacket(audioPacketHeader, audioSubPacket[0], audioSubPacket[1], audioSubPacket[2], audioSubPacket[3], 0);
   end else begin
      dataEnable = 0;
   end
end
endtask
always @(posedge i_pixclk)
begin
   AudioGen();
   if(allowGeneration & i_audio_enable) begin
      SendPackets(tercData);
   end else begin
      tercData = 0;
   end   
   if((prevBlank == 0) && (i_blank == 1)) 
      firstHSyncChange <= 1;
   if((prevBlank == 1) && (i_blank == 0)) 
      allowGeneration <= 0;
   if(prevHSync != i_hSync) begin
      if(firstHSyncChange) begin
         InfoGen(ctsTimer);
         oddLine <= ! oddLine;
         counterX  <= 0;
         allowGeneration <= 1;
      end else begin
         counterX  <= counterX + 1; 
      end
      firstHSyncChange <= !firstHSyncChange;
   end else 
      counterX  <= counterX + 1; 
   prevBlank <= i_blank;
   prevHSync <= i_hSync;
   ctsTimer = ctsTimer + 1; 
end
assign o_d0 = dataChannel0;
assign o_d1 = dataChannel1;
assign o_d2 = dataChannel2;
assign o_data = tercData;
endmodule
</file>
<file path="./run.sh">
#!/bin/bash
# OpenROAD 26Q1-2900-gdf79404cd8, Yosys 0.63+post, stock flow scripts
make -C /OpenROAD-flow-scripts/flow DESIGN_CONFIG=/design/flow/config.mk WORK_HOME=/design/flow/orfs finish
</file>
<file path="./config.mk">
export PLATFORM = sky130hd
export DESIGN_NAME = hdmidataencoder
export DESIGN_NICKNAME = hdmidataencoder
export VERILOG_FILES = /design/flow/design.v
export SDC_FILE = /design/flow/constraint.sdc
export NUM_CORES = 4
export LEC_CHECK = 1
export CORE_UTILIZATION = 40
</file>
<file path="./constraint.sdc">
current_design hdmidataencoder

set clk_period 12.1
set clk_io_pct 0.2

create_clock -name clk0 -period $clk_period [get_ports {i_pixclk}]

set non_clock_inputs [all_inputs -no_clocks]
set_input_delay [expr $clk_period * $clk_io_pct] -clock clk0 $non_clock_inputs
set_output_delay [expr $clk_period * $clk_io_pct] -clock clk0 [all_outputs]
</file>
==> impl_metrics.tcl <==
# flow metrics
set metrics [dict create \
    path_max_fanout 88 \
    coreArea_um2 61900 \
    cts_hold_buf 0 \
    tritoncts "built" \
    ys_ff 648 \
    wl_per_cell_um 13.7 \
    gp_congestion 0.837 \
    path_clk_slew_ps 60 \
    cpPeakStageDelay_ps 510 \
    crit_type "in2reg" \
    setup_violations 0 \
    place_ws_ps 5960 \
    hold_class "reg2reg" \
    ys_chip_area_um2 25200 \
    ys.flop_type "dfxtp_1" \
    worstRegToRegCells 11 \
    combPwrFrac 0.262 \
    fin_crit_ps 5570 \
    cp.depth 13 \
    drt_first_pass_iters 5 \
    root_buffer "clkbuf_16" \
    grt_pass1_wl_um 80900 \
    clockPowerShare 0.308 \
    grt_pass1_vias 16100 \
    relSlewSlack 0.459 \
    arrival_ps 6100 \
    fmax_mhz 179 \
    p_switching_mw 2.17 \
    startpoint_type "primary input" \
    worst_slack_ps 6530 \
    drc 0 \
    final_cell_mix "638 x nand2_1, 533 x dfxtp_1, 341 x a21oi_1, 259 x mux2i_1, 136 x nor2_1" \
    antenna_found_initial 0 \
    dp_cells 3383 \
    cts_resized 0 \
    worstMarginPinSlew_ps 812 \
    syn_avg_cell_area_um2 9.56 \
    seq_power_share 0.430 \
    totalWireLength_um 48200 \
    grt_use_met3 0.0384 \
    hpwl_um 27900 \
    synth_top_area_share 0.424 \
    via_per_inst 4.94 \
    power_mw 6.81 \
    synthCells 2634 \
    met1_usage 0.258 \
    rows 91 \
    post_cts_buffers 0 \
    p_leak_nw 11.7 \
    ir_worst_vdd_v 0.000118 \
    drive_gt1_frac 0.0598 \
    ant_nets 0 \
    fillCellCount 5560 \
    internal_power_mw 4.64 \
    finalMaxSlewViolations 0 \
    cpLargestDelayFamily "buffers and inverters" \
    crit_chain "clkdlybuf4s50_1, xor2_1, nand2_1, buf_4, inv_6, a31o_1, xnor2_1, ha_1, nand2_1, mux2i_1, o2111ai_2, nor4b_2, xnor2_1" \
    finalClockPeriodUsage 0.460 \
    ys_warn_count 4 \
    swShare 0.318 \
    min-delay-start "bchCode[2][1]" \
    ys_cells 2634 \
    drv_cap 0 \
    ys_seq_frac 0.561 \
    netlist-cell-type-count 65 \
    dieArea_um2 63900 \
    htree_levels 3 \
    fin_setup_tns_ps 0 \
    die_w_um 253 \
    antenna_cells_inserted 0 \
    end_kind "flip-flop" \
    cts_sinks 648 \
    crit_start "i_hSync" \
    cellPowerDensity_nw_per_um2 238 \
    status "finished clean" \
    edf_count 115 \
    numCtsBuffers 70 \
    grt_overflow 0 \
    cts.path.max_buffers 3 \
    fin_cells 3511 \
    hold_depth 0 \
    rsz0062_at_grt "no" \
    grt_use_total 0.157 \
    crit_slowest_cell "clkdlybuf4s50_1" \
    largest_area_cell "dfxtp_1" \
    warnings 41 \
    grt_busiest_layer "met1" \
    clock_latency_ps 600 \
    crit_required_ps 12630 \
    grt_max_degree 179 \
    met2_usage 0.220 \
    pin_count 51 \
    fp.dieH_um 253 \
    drt-initial-drc-count 1287 \
    crit_buf_inv 3 \
    reg2reg_from "counterX[14]" \
    via_count 17400 \
    synthArstFlopShare 0 \
    fin_skew_ps 17.8 \
    mostFrequentLayoutCell "nand2_1" \
    final_util 0.462 \
    synthesis.area_um2 25200 \
    syn_to_final_growth_pct 13.7 \
    hold_viol 0 \
    fp-utilization 0.406 \
    io_buffers 50 \
    synth.top_cells.by_area "dfxtp_1 42%, edfxtp_1 14%, mux2i_1 10%" \
]
-- through the flow --
stage,cell area (um2),hold slack (ps)
after CTS,28600,410
after global routing,28600,424
after detailed placement,26300,405
after global placement,26300,403
final,28600,404
after floorplan,25200,400
-- path summary, 6_finish.rpt --
path,endpoint,slack (ps)
max,ctsTimer[14],6530
max reg2reg,bchCode[3][7],7340
min reg2reg,bchCode[2][3],400
min,bchCode[2][3],400
-- cell families (layout without fill, tap and decap cells) --
kind of cell	Yosys count	in the layout	synth area share
AND/OR/NAND/NOR	906	906	0.147
flip-flops	648	648	0.561
AND-OR/OR-AND	484	484	0.104
multiplexers	260	260	0.104
buffers and inverters	196	236	0.0316
XOR/XNOR	120	120	0.0420
adder cells (fa/ha/maj)	20	20	0.00994
-- power groups by stage --
stage	clock (mW)	combinational, mW	sequential (mW)
5_1_grt	2.24	1.98	2.98
6_report	2.10	1.78	2.93
4_1_cts	2.15	1.80	2.93
-- per-layer routing --
metal,routed length [um],vias to the layer above
li1,-,8876
met1,24600,8136
met2,20200,277
met3,2610,64
met4,835,0
met5,0,-
-- registers in the layout, summed over array words and instances, names as in the netlist, 2 cells and up --
signal and cells:
dataChannel0 4, bchHdr 8, audioSubPacket 224, bchCode 32, audioRAvg 16, audioPacketHeader 24
ctsTimer 17, dataChannel1 4, samplesHead 2, dataChannel2 4, counterX 16, channelStatusIdx 8
audioTimer 14, dataOffset 5, audioLAvg 16, subpacket 224, packetHeader 24
-- cells in the mapped netlist (9+ instances only) --
| cell type | instances |
|---|---|
| and2_1 | 20 |
| nor3_1 | 19 |
| edfxtp_1 | 115 |
| a31oi_1 | 26 |
| buf_2 | 24 |
| nand2_1 | 644 |
| mux2i_1 | 259 |
| ha_1 | 20 |
| nand3_1 | 26 |
| dfxtp_1 | 533 |
| nor2_1 | 137 |
| o21ai_0 | 69 |
| xnor2_1 | 86 |
| clkbuf_1 | 126 |
| xor2_1 | 33 |
| inv_1 | 28 |
| a21oi_1 | 341 |
| nand4_1 | 9 |
| buf_1 | 10 |
| and3_1 | 19 |
-- layout make-up --
| type | count | area, um2 | share of cell area |
|---|---|---|---|
| sequential | 648 | 14100 | 0.494 |
| multi-input combinational | 1790 | 10300 | 0.360 |
| clock buffer | 110 | 2120 | 0.0739 |
| tap | 837 | 1050 | 0.0366 |
| timing repair buffer | 78 | 723 | 0.0253 |
| clock inverter | 18 | 184 | 0.00643 |
| inverter | 30 | 118 | 0.00411 |
Power is estimated from default activity; no workload was simulated.
